[/design/flow/design.v]
`timescale 1ns / 1ps
module EXSegReg(
    input wire clk,
    input wire en,
    input wire clear,
    input wire [31:0] PCD,
    output reg [31:0] PCE,
    input wire [31:0] JalNPC,
    output reg [31:0] BrNPC,
    input wire [31:0] ImmD,
    output reg [31:0] ImmE,
    input wire [4:0] RdD,
    output reg [4:0] RdE,
    input wire [4:0] Rs1D,
    output reg [4:0] Rs1E,
    input wire [4:0] Rs2D,
    output reg [4:0] Rs2E,
    input wire [31:0] RegOut1D,
    output reg [31:0] RegOut1E,
    input wire [31:0] RegOut2D,
    output reg [31:0] RegOut2E,
    input wire JalrD,
    output reg JalrE,
    input wire [2:0] RegWriteD,
    output reg [2:0] RegWriteE,
    input wire MemToRegD,
    output reg MemToRegE,
    input wire [3:0] MemWriteD,
    output reg [3:0] MemWriteE,
    input wire LoadNpcD,
    output reg LoadNpcE,
    input wire [1:0] RegReadD,
    output reg [1:0] RegReadE,
    input wire [2:0] BranchTypeD,
    output reg [2:0] BranchTypeE,
    input wire [3:0] AluContrlD,
    output reg [3:0] AluContrlE,
    input wire AluSrc1D,
    output reg AluSrc1E,
    input wire [1:0] AluSrc2D,
    output reg [1:0] AluSrc2E,
    input wire CSR_write_enD,
    output reg CSR_write_enE,
    input wire CSR_imm_or_regD,
    output reg CSR_imm_or_regE,
    input wire [11:0] CSR_addrD,
    output reg [11:0] CSR_addrE,
    input wire [31:0] CSR_immD,
    output reg [31:0] CSR_immE,
    input wire [31:0] CSR_dataD,
    output reg [31:0] CSR_dataE
    );
    initial begin
        PCE        = 32'b0;
        BrNPC      = 32'b0;
        ImmE       = 32'b0;
        RdE        = 32'b0;
        Rs1E       = 5'b0;
        Rs2E       = 5'b0;
        RegOut1E   = 32'b0;
        RegOut2E   = 32'b0;
        JalrE      = 1'b0;
        RegWriteE  = 1'b0;
        MemToRegE  = 1'b0;
        MemWriteE  = 1'b0;
        LoadNpcE   = 1'b0;
        RegReadE   = 2'b00;
        BranchTypeE = 3'b0;
        AluContrlE = 5'b0;
        AluSrc1E   = 1'b0;
        AluSrc2E   = 2'b0;
        CSR_write_enE = 1'b0;
        CSR_addrE = 12'b0;
        CSR_immE = 32'b0;
        CSR_dataE = 32'b0;
        CSR_imm_or_regE = 1'b0;
    end
    always@(posedge clk) begin
        if(en)
            if(clear)
                begin
                PCE<=32'b0;
                BrNPC<=32'b0;
                ImmE<=32'b0;
                RdE<=32'b0;
                Rs1E<=5'b0;
                Rs2E<=5'b0;
                RegOut1E<=32'b0;
                RegOut2E<=32'b0;
                JalrE<=1'b0;
                RegWriteE<=1'b0;
                MemToRegE<=1'b0;
                MemWriteE<=1'b0;
                LoadNpcE<=1'b0;
                RegReadE<=2'b00;
                BranchTypeE = 3'b0;
                AluContrlE<=5'b0;
                AluSrc1E<=1'b0;
                AluSrc2E<=2'b0;
                CSR_write_enE <= 1'b0;
                CSR_addrE <= 12'b0;
                CSR_immE <= 32'b0;
                CSR_dataE <= 32'b0;
                CSR_imm_or_regE <= 1'b0;
            end else begin
                PCE<=PCD;
                BrNPC<=JalNPC;
                ImmE<=ImmD;
                RdE<=RdD;
                Rs1E<=Rs1D;
                Rs2E<=Rs2D;
                RegOut1E<=RegOut1D;
                RegOut2E<=RegOut2D;
                JalrE<=JalrD;
                RegWriteE=RegWriteD;
                MemToRegE<=MemToRegD;
                MemWriteE<=MemWriteD;
                LoadNpcE<=LoadNpcD;
                RegReadE<=RegReadD;
                BranchTypeE = BranchTypeD;
                AluContrlE<=AluContrlD;
                AluSrc1E<=AluSrc1D;
                AluSrc2E<=AluSrc2D;
                CSR_write_enE <= CSR_write_enD;
                CSR_addrE <= CSR_addrD;
                CSR_immE <= CSR_immD;
                CSR_dataE <= CSR_dataD;
                CSR_imm_or_regE <= CSR_imm_or_regD;
            end
        end
endmodule
[/design/flow/run.sh]
#!/bin/bash
# OpenROAD 26Q1-2900-gdf79404cd8, Yosys 0.63+post, stock flow scripts
make -C /OpenROAD-flow-scripts/flow DESIGN_CONFIG=/design/flow/config.mk WORK_HOME=/design/flow/orfs finish
[/design/flow/config.mk]
export PLATFORM = sky130hd
export DESIGN_NAME = EXSegReg
export DESIGN_NICKNAME = EXSegReg
export VERILOG_FILES = /design/flow/design.v
export SDC_FILE = /design/flow/constraint.sdc
export NUM_CORES = 4
export LEC_CHECK = 1
export CORE_AREA = 10 10 255 255
export DIE_AREA = 0 0 265 265
[/design/flow/constraint.sdc]
current_design EXSegReg

set clk_period 1.0
set clk_io_pct 0.2

create_clock -name clk0 -period $clk_period [get_ports {clk}]

set non_clock_inputs [all_inputs -no_clocks]
set_input_delay [expr $clk_period * $clk_io_pct] -clock clk0 $non_clock_inputs
set_output_delay [expr $clk_period * $clk_io_pct] -clock clk0 [all_outputs]
==> Changelog: implementation <==
### Implementation results

* Clock sink total at ~280
* Per-cell via count in the routed design at around 3.5
* Sw power at roughly 5.8 mW
* Final setup vio count at 275
* Syn Area/Cell at 17.5 sq um
* Sequence of cells on the critical path: buf_2
* Proportion of synthesized chip area in sequential cells at between 80% and 90%
* Arrival @ worst endpoint at around 1.3 ns
* Post-route ant nets at 0
* Number of cells in Yosys stat at 580
* Gate Count Post-Synth at 580
* Root Driver: clkbuf_16
* Final-report max-slew violation count at 0
* Post-Syn Area at 0.0101 sq mm
* Class of the most critical hold timing path: input pin to register
* Failing checks: setup timing
* Endpoint kind of the worst setup timing path: output pin
* Leakage power total at slightly above 6 nW
* Max-cap violations at 0
* Die Ht at between 200 and 300 microns
* Starting Density at between 15 and 20%
* Slowest cell delay on critical path at about 0.54 ns
* WS Path Type: register to output pin
* Number of buffers between clock root and the deepest sink at 3
* RSZ-0062 raised after global routing: true
* Clock tree from TritonCTS: done
* Overall Power at 27.8 mW
* Start point of the worst min-delay path: en
* Initial DRC count at around 270
* Area of the core region at between 0.05 and 0.06 sq mm
* CP endpoint: JalrE
* Number of I/O port buffers at roughly 550
* Number of cell rows at between 80 and 90
* Number of fill cells in the layout at 6,068
* Count of distinct cell types in the synthesized netlist at 5
* Crit-path max FO at 1
* Final critical path time including I/O delays and setup at 1.51 ns
* Final weighted congestion in routability-driven placement at between 0.8 and 0.9
* Global router's overall resource usage at between 10% and 20%
* Critical Path Start Type: register
* Ys Warns at 1
* Post-CTS Setup Repair Bufs at 0
* Status: finished, violations left
* Total cell area reported by yosys after synthesis at just over 0.01 sq mm
* Combinational share of power at a little over a tenth
* Number of remaining DRC errors at 0
* Number of detailed-route iterations in the first pass at 4
* Global-route wire length before repair at about 52 mm
* Launch point of the critical path: JalrE
* Max rail drop VDD at approximately 1.3 mV
* Fmax at ~660 MHz
* Total routed wirelength at ~37 mm
* Share of layout cells above drive strength 1 at slightly above 30%
* Io pins at about 550
* Slew of the pin with the lowest slew margin at 0.335 ns
* Slowest stage cell, crit path: edfxtp_1
* Worst hold margin at roughly 0.048 ns
* Ratio of final minimum period to clock period at 151%
* CP Buf/Inv Count at 1
* CP top delay family: flip-flops
* H-tree Lvls at 1
* Vias at 6,881
* Total CTS buffers at 31
* Sequential group share of total power at roughly half
* Number of logged tool warnings at 27
* Largest net degree at the start of global routing at roughly 62
* Number of antenna violations at the first check in global routing at 3
* Overall overflow remaining after global route at 0
* Die outline width at 265 microns
* Power density of the placed cells at 1670 mW/mm^2
* Max-Slew Margin vs Limit at between 70 and 80%
* Area enclosed by the die boundary at between 0.07 and 0.08 sq mm
* Worst setup slack before clock tree synthesis at -0.300 ns
* Detailed-placement wirelength estimate at 29.4 mm
* Number of gates on the worst path with buffers counted at 1
* Register bit count reported by yosys at approximately 280
* Clock network power share at approximately two fifths
* Dominant logic cell types in the final layout: 275 x edfxtp_1, 275 x nor2b_1, 275 x clkdlybuf4s50_1, 275 x buf_2, 38 x buf_4
* Slack of the critical path at -0.506 ns
* Count of final hold-check violations at 0
* Cell internal power dissipation at around 22 mW
* Post-CTS clock slew at the launch and capture registers of the worst setup and hold paths at around 0.060 ns
* Data required time of the critical path at 0.80 ns
* Fraction of power spent switching nets at between 20 and 25%
* Detailed-route wire length per cell at approximately 19 microns
* Layout Area Growth over Synthesis at 64.5%
* Via count of the first global-routing pass at between 7,000 and 8,000
==> worst min-delay path by stage <==
stage | to | slack [ns] | depth (start not counted)
after CTS | PCE[1] | 0.02 | 2
after global routing | CSR_immE[7] | 0.03 | 2
final | CSR_immE[7] | 0.05 | 2
==> registers in the layout (all words and copies together), names as in the netlist, 5 cells and up <==
name	cells
BrNPC	32
RegOut1E	32
CSR_immE	32
CSR_addrE	12
Rs1E	5
PCE	32
RdE	5
RegOut2E	32
ImmE	32
CSR_dataE	32
Rs2E	5
==> cells in the mapped netlist (all sizes together) <==
master / n / area share, %
clkbuf: 3 / 0.12
buf: 27 / 1.3
edfxtp: 275 / 82
nor2b: 275 / 17
==> stage by stage <==
step	area, sq um	utilization (%)	TNS [ns]	cells
4_1_cts	16600	28.0	-81.87	1984
3_3_place_gp	17000	28.7	-36.35	1925
3_5_place_dp	17000	28.7	-37.77	1925
5_1_grt	16700	28.1	-85.81	1985
6_report	16700	28.1	-68.80	1987
2_1_floorplan	10100	-	0	580
==> per-layer routing <==
metal	share of wire [%]	GRT usage [%]
met1	38	12.5
met2	48	16.2
met3	12	5.37
met4	2.0	1.69
met5	0.098	0
==> cells by family after synthesis <==
family | count (synthesis) | synth area share (%)
DFF | 275 | 81.6
and+or+nand+nor | 275 | 17.0
buffers and inverters | 30 | 1.46
==> power groups by stage <==
| stage | clock network [mW] | logic [mW] | registers (mW) |
|---|---|---|---|
| after CTS | 11.2 | 3.08 | 14.0 |
| after global routing | 11.8 | 3.31 | 14.0 |
| final | 10.9 | 3.01 | 13.9 |
==> repair_timing <==
action | CTS | global route
cloned | 0 | 2
gates resized | 943 | 3
endpoints found under the hold margin | 5 | 0
hold buffers | 2 | 0
setup endpoints to repair | 275 | 338
==> layout make-up <==
cell class                      count  area (sq um)  share of cell area, %
Sequential cell                   275          8260                   49.6
Timing Repair Buffer              605          4730                   28.4
Multi-Input combinational cell    275          1720                   10.3
Tap cell                          773           967                   5.81
Clock buffer                       33           783                   4.70
Clock inverter                     24           191                   1.15
Antenna cell                        2          5.00                 0.0300
Power is estimated from default activity; no workload was simulated.
