<file path="run.sh">
#!/bin/bash
# OpenROAD 26Q1-2900-gdf79404cd8, Yosys 0.63+post, stock flow scripts
make -C /OpenROAD-flow-scripts/flow DESIGN_CONFIG=/design/flow/config.mk WORK_HOME=/design/flow/orfs finish
</file>
<file path="config.mk">
export PLATFORM = sky130hd
export DESIGN_NAME = RegisterFile
export DESIGN_NICKNAME = RegisterFile
export VERILOG_FILES = /design/flow/design.v
export SDC_FILE = /design/flow/constraint.sdc
export NUM_CORES = 4
export LEC_CHECK = 1
export CORE_UTILIZATION = 50
</file>
<file path="constraint.sdc">
current_design RegisterFile

set clk_period 10.7
set clk_io_pct 0.2

create_clock -name clk0 -period $clk_period [get_ports {clk}]

set non_clock_inputs [all_inputs -no_clocks]
set_input_delay [expr $clk_period * $clk_io_pct] -clock clk0 $non_clock_inputs
set_output_delay [expr $clk_period * $clk_io_pct] -clock clk0 [all_outputs]
</file>
<file path="design.v">
`timescale 1ns / 1ps
module RegisterFile(
    input wire clk,
    input wire rst,
    input wire WE3,
    input wire [4:0] A1,
    input wire [4:0] A2,
    input wire [4:0] A3,
    input wire [31:0] WD3,
    output wire [31:0] RD1,
    output wire [31:0] RD2
    );
    reg [31:0] RegFile[31:1];
    integer i;
    always@(negedge clk or posedge rst)
    begin
        if(rst)                                 for(i=1;i<32;i=i+1) RegFile[i][31:0]<=32'b0;
        else if( (WE3==1'b1) && (A3!=5'b0) )    RegFile[A3]<=WD3;
    end
    assign RD1= (A1==5'b0)?32'b0:RegFile[A1];
    assign RD2= (A2==5'b0)?32'b0:RegFile[A2];
endmodule
</file>
==> results.toml <==
# implementation run metrics
[outcome]
status = "complete, no violations"

[setup_path]
worst-path-max-fanout = 3
cp-end-kind = "output pin"
crit_required_ns = 8.56
max_stage_delay_ns = 0.72
cp_slowest_cell = "a2111oi_0"
crit_chain = "and3_1, a2111oi_0, nand4_1, o31a_1, clkdlybuf4s50_1"
cp_data_arrival_time_ns = 8.30
start_kind = "flop"
path_class = "reg -> out"

[grt]
gr-total-overflow = 0
grt_antenna_before_repair = 27
grt.total_usage_pct = 54.1
grt_max_degree = 101
grt_pass1_vias = 46052
grt_pass1_wl_um = 376000

[pwr]
power.share.clock_pct = 38.0
internal_power_mw = 7.89
comb_power_share_pct = 14.7
p_per_area_nw_per_um2 = 187
leakage_nw = 25.4
switchingPower_mw = 3.18
swShare_pct = 28.8
vdd_drop_max_mv = 0.135
seqPwrFrac_pct = 47.3

[clock_tree]
postCtsSetupBuffers = 0
clkSinkCount = 992
cts_buffers = 108
clkSlewWorstSetupHoldPaths_ns = 0.05
clock_latency_ns = 0.66
cts_hold_buf = 0
post_cts_resized = 0
root_buffer = "clkbuf_16"
h-tree-depth = 3
cts_max_path_buffers = 3
cts_tree = "done"

[logic_synthesis]
netlist_instances = 4689
synth_chip_area_um2 = 52100
flop_cell = "dfrtn_1"
syn_avg_cell_area_um2 = 11.1
ys_cells = 4689
top_area_share_pct = 47.6
synth_flops = 992
synthDistinctLibCells = 75
mappedNetlistArea_um2 = 52100
synth_seq_share_pct = 47.6
edf_count = 0
synthArstFlopShare_pct = 100
yosys.area.top_type = "dfrtn_1"
synthTopCellsByArea = "dfrtn_1 48%, mux2_2 20%, nand3_1 6.7%"
ys_warn_count = 2

[timing]
worst_slew_pin_slew_ns = 1.17
rsz0062_at_grt = "false"
report.final.slew_viol_count = 0
fin_hold_ws_ns = 0.468
worst_slack_ns = 0.256
final-setup-viol-count = 0
hold_violations = 0
finalClockSkew_ns = 0
slew_headroom_pct = 21.9

[floorplan]
initial_core_util_pct = 50.4
core_area_um2 = 103000
die_w_um = 325
rows = 118
dieHeight_um = 325
chipArea_um2 = 106000
ios = 114

[route]
drt-pass1-iter-count = 24
vias_per_cell = 7.83
drtAntennaViolNets = 0
wire_per_inst_um = 44.5
num_vias = 47976
finalWirelength_um = 273000
drc = 0
drt_iter0_drc = 7027

[final_layout]
regMostFlops = "RegFile"
drive_gt1_share_pct = 31.7
final_cell_mix = "992 x dfrtn_1, 937 x mux2_2, 696 x nand3_1"
top_regs = "RegFile: 992 flops"
largest_register_ffs = 992
syn_to_final_growth_pct = 13.7
lay_top_count = "dfrtn_1"

[place]
routabilityCongestion = 1.03
dp_hpwl_um = 158000
dp_worst_setup_slack_ns = 0.617
port_buffers = 113

[min_path]
holdCritPathClass = "reg -> reg"

[run]
tool_warnings = 31
cap_viol_max_count = 0
[per-stage QoR]
step	area [µm²]	setup TNS, ns	std cells	power (mW)	utilization, %
2_1_floorplan	52100	-9998.09	4689	6.04	-
4_1_cts	59200	0	6104	11.0	57.3
6_report	59200	0	6131	11.1	57.3
3_5_place_dp	55200	0	5903	6.82	53.5
5_1_grt	59200	0	6109	11.3	57.3
3_3_place_gp	55200	0	5903	6.78	53.5
[worst max-delay path, delay by kind of cell (launching register included)]
family / cells / cell delay [ns]
compound gates: 2 / 1.09
buf+inv: 1 / 0.42
simple gates: 2 / 0.40
flops: 1 / 0.38
[Yosys cell counts, drive strengths merged, types with 32 or more instances]
cell type  instances
a2111oi           56
buf              285
and3             212
and4              49
clkbuf           245
mux2             987
nand3            698
nor4              49
a31oi             61
nand4            206
a222oi            46
dfrtn            992
nor2              41
a22oi            348
a22o              32
a21oi             81
nor3              32
nand2             62
and2              36
[per-layer routing]
metal / share of wire (%) / global-route usage, %
met2: 39 / 68.4
met3: 18 / 35.4
met1: 34 / 68.1
met4: 9.1 / 36.0
met5: 0.15 / 1.81
[path summary, 6_finish.rpt]
check / to / slack, ns / depth (start not counted) / start
setup / recovery: RD2[12] / 0.26 / 5 / RegFile[9][12]
hold / removal: RegFile[18][2] / 0.47 / 1 / RegFile[18][2]
setup reg to reg: RegFile[3][15] / 9.82 / 1 / RegFile[3][15]
hold reg to reg: RegFile[18][2] / 0.47 / 1 / RegFile[18][2]
max in group asynchronous: RegFile[14][0] / 2.31 / 4 / rst
min in group asynchronous: RegFile[31][8] / 7.19 / 2 / rst
[layout make-up]
cell class	count	area (µm²)
Sequential cell	992	24800
Timing Repair Buffer	364	3380
Clock buffer	148	3080
Fill cell	8740	44100
Antenna cell	27	67.6
Tap cell	1380	1730
Clock inverter	53	858
Inverter	14	56.3
Multi-Input combinational cell	3153	25300
[cell families after synthesis]
kind of cell | count (synthesis) | synth area share [%]
simple gates | 1460 | 16.1
flops | 992 | 47.6
mux | 991 | 21.4
compound gates | 702 | 10.2
buf+inv | 544 | 4.63
[power groups by stage]
stage | Sequential, mW | Clock [mW] | Combinational, mW
after CTS | 5.20 | 4.21 | 1.58
after global routing | 5.31 | 4.34 | 1.69
final | 5.24 | 4.21 | 1.63
No activity file was given, so power comes from the tool's default toggle rates.
